File: design/flow/config.mk
export PLATFORM = sky130hd
export DESIGN_NAME = prediction_engine
export DESIGN_NICKNAME = prediction_engine
export VERILOG_FILES = /design/flow/design.v
export SDC_FILE = /design/flow/constraint.sdc
export NUM_CORES = 4
export LEC_CHECK = 1
export CORE_AREA = 10 10 70 70
export DIE_AREA = 0 0 80 80
File: design/flow/constraint.sdc
current_design prediction_engine

set clk_period 1.5
set clk_io_pct 0.2

create_clock -name clk0 -period $clk_period [get_ports {clk}]

set non_clock_inputs [all_inputs -no_clocks]
set_input_delay [expr $clk_period * $clk_io_pct] -clock clk0 $non_clock_inputs
set_output_delay [expr $clk_period * $clk_io_pct] -clock clk0 [all_outputs]
File: design/flow/run.sh
#!/bin/bash
# OpenROAD 26Q1-2900-gdf79404cd8, Yosys 0.63+post, stock flow scripts
make -C /OpenROAD-flow-scripts/flow DESIGN_CONFIG=/design/flow/config.mk WORK_HOME=/design/flow/orfs finish
File: design/flow/design.v
module ninja_cache (
    input wire clk,
    input wire reset,
    input wire [3:0] lookup_addr,
    input wire [3:0] lookup_data,
    input wire lookup_write,
    output reg cache_hit,
    output reg [3:0] cache_data_out
);
    reg [3:0] stored_addr;
    reg [3:0] stored_data;
    reg valid;
    always @(posedge clk) begin
        if (reset) begin
            valid <= 1'b0;
            cache_hit <= 1'b0;
        end else begin
            cache_hit <= valid && (lookup_addr == stored_addr);
            cache_data_out <= stored_data;
            if (lookup_write) begin
                stored_addr <= lookup_addr;
                stored_data <= lookup_data;
                valid <= 1'b1;
            end
        end
    end
endmodule
module prediction_engine (
    input wire clk,
    input wire reset,
    input wire [3:0] current_addr,
    input wire is_read,
    output reg [3:0] predicted_addr
);
    always @(posedge clk) begin
        if (reset) begin
            predicted_addr <= 4'b0001;
        end else if (is_read) begin
            predicted_addr <= current_addr + 1;
        end
    end
endmodule
module speculative_resolver (
    input wire clk,
    input wire reset,
    input wire find_req,
    input wire [3:0] find_addr,
    input wire union_req,
    input wire [3:0] union_addr, 
    input wire [3:0] union_data,
    output reg speculative_hit,
    output reg [3:0] speculative_data
);
    reg [3:0] recent_union_addr;
    reg [3:0] recent_union_data;
    reg recent_valid;
    always @(posedge clk) begin
        if (reset) begin
            recent_valid <= 1'b0;
            speculative_hit <= 1'b0;
            speculative_data <= 4'b0;
        end else begin
            speculative_hit <= 1'b0;
            if (find_req && recent_valid && (find_addr == recent_union_addr)) begin
                speculative_hit <= 1'b1;
                speculative_data <= recent_union_data;
                recent_valid <= 1'b0;
            end
            if (union_req) begin
                recent_union_addr <= union_addr;
                recent_union_data <= union_data; 
                recent_valid <= 1'b1;
            end
        end
    end
endmodule
module ninja_memory_system (
    input wire clk,
    input wire reset,
    input wire find_req,
    input wire [5:0] find_addr, 
    output reg [5:0] find_data,
    output reg find_ready,
    input wire union_req,
    input wire [5:0] union_addr,
    input wire [5:0] union_data,
    output reg union_ready
);
    reg [5:0] parent_array [0:63];
    integer i;
    initial begin
        for (i = 0; i < 64; i = i + 1) begin
            parent_array[i] = i;
        end
    end
    always @(posedge clk) begin
        if (reset) begin
            for (i = 0; i < 64; i = i + 1) begin
                parent_array[i] <= i;
            end
            find_ready <= 1'b0;
            union_ready <= 1'b0;
        end else begin
            find_ready <= 1'b0;
            union_ready <= 1'b0;
            if (find_req) begin
                find_data <= parent_array[find_addr];
                find_ready <= 1'b1;
                $display("💾 MEMORY: Read addr %d -> data %d", find_addr, parent_array[find_addr]);
            end else if (union_req) begin
                parent_array[union_addr] <= union_data;
                union_ready <= 1'b1;
                $display("💾 MEMORY: Write addr %d <- data %d", union_addr, union_data);
            end
        end
    end
endmodule
==> flow_summary.yaml <==
# flow metrics
cts:
  clock_latency_ps: 240
  cts_setup_buffers: 0
  cts-resized-gates: 0
  cts_root_buf: "clkbuf_4"
  clock_path_buffers: 2
  h-tree-depth: 1
  cts.clk_slew.worst_paths_ps: 40
  tritoncts: "built"
  hold_buffers: 0
  cts_buffers: 3
  clock-sinks: 4
setup_path:
  cp_max_fo: 2
  regToRegSetupSlack_ps: 840
  cp-end-kind: "primary output"
  critical_path.top_delay_family: "buffers and inverters"
  cp_slowest_stage_delay_ps: 480
  arrival_ps: 1060
  cp_cell_sequence: "clkdlybuf4s50_1"
  cp.buffers_inverters: 1
  worstPathRequired_ps: 1200
  cp_slowest_cell: "clkdlybuf4s50_1"
  startpoint_type: "register"
  criticalPathCategory: "register to primary output"
final_timing:
  drv_slew: 0
  relSlewSlack: 0.808
  fin_tns_setup_ps: 0
  max_freq_mhz: 737
  rsz0062_at_grt: "false"
  hold_violations: 0
  fin_skew_ps: 0
  timing.final.crit_share: 0.905
  min_period_ps: 1360
  setup_viol: 0
  tightest_slew_ps: 287
drt:
  vias_per_cell: 2.30
  antenna_cells: 0
  routed_wl_um: 627
  wl_per_cell_um: 8.25
  vias: 175
  drtPass1Iterations: 2
  drc: 0
  antenna_left: 0
  dr.first_iter.drc_count: 1
layout:
  largest_register_ff_count: 4
  finalNonFillerCells: 76
  largestRegisters: "predicted_addr x4"
  num-fill-cells: 402
  drive_gt1_frac: 0.133
  final_area_um2: 352
  largest_register: "predicted_addr"
  area_growth_pct: 99.3
  fin_util: 0.103
grt:
  grt_overflow: 0
  antenna_found_initial: 0
  first_global_vias: 203
  grt_first_pass_wirelength_um: 1020
  grt_max_degree: 8
  track_usage: 0.0223
synthesis:
  syn_inst: 18
  ys_types: 13
  ys_seq_frac: 0.454
  synth_flop_count: 4
  synth.avg_cell_area_um2: 9.80
  ys_cells: 18
  yosys_area_um2: 176
  yosys_warnings: 1
  synth_area_um2: 176
run:
  warnings: 25
  maxCapViolCount: 0
place:
  place.gp.congestion: 0.780
  dp.cells: 73
  io_buffers: 10
  dpl_cell_area_um2: 329
pwr:
  power_density_nw_per_um2: 881
  power.leakage_nw: 0.120
  ir_worst_vdd_mv: 0.613
die:
  initCoreUtil: 0.0516
  io_pins: 11
  die-area_um2: 6400
  die_w_um: 80
  die_h_um: 80
  rows: 21
  core_um2: 3420
run_status:
  outcome: "finished, final reports clean"
worst_hold_path:
  min_path_type: "register to register"
[synth_stat cells]
library cell  number  area share
a211oi_1           1       0.043
clkbuf_2           1       0.028
a211oi_2           1       0.071
nor2_1             3       0.064
ha_1               1       0.071
dfxtp_1            4        0.45
xnor2_1            1       0.050
nand3_1            1       0.028
nand2_1            1       0.021
xor2_1             1       0.050
nand2b_1           1       0.035
mux2i_1            1       0.057
o21ai_0            1       0.028
[layer usage]
| layer | GRT usage | wire, µm |
|---|---|---|
| met1 | 0.0340 | 384 |
| met2 | 0.0201 | 156 |
| met3 | 0.0205 | 83 |
| met4 | 0.00352 | 2 |
| met5 | 0 | 0 |
[placed cells by master (no fill, tap or decap), drive strengths merged]
cell / netlist / final
nand3: 1 / 1
o21ai: 1 / 1
nor2: 3 / 3
xnor2: 1 / 1
mux2i: 1 / 1
a211oi: 2 / 2
clkbuf: 1 / 3
xor2: 1 / 1
clkdlybuf4s50: 0 / 10
ha: 1 / 1
dfxtp: 4 / 4
nand2: 1 / 1
nand2b: 1 / 1
[metrics by stage]
step	hold slack, ps	setup slack (ps)	power [mW]
after CTS	502	129	0.314
after detailed placement	478	99.5	0.175
after floorplan	365	620	0.138
final	499	143	0.310
after global placement	463	129	0.174
after global routing	543	82.6	0.337
[kinds of logic (layout without fill, tap and decap cells)]
logic type	count (synthesis)	count (layout)	synth area share
buf+inv	1	13	0.0283
simple gates	6	6	0.149
compound gates	3	3	0.142
fa+ha+maj	1	1	0.0709
xor+xnor	2	2	0.0993
mux	1	1	0.0567
flops	4	4	0.454
[power breakdown]
group	switching (mW)	total (mW)	leakage (nW)	internal, mW
Combinational	0.0187	0.0550	0.0727	0.0363
Clock	0.0463	0.136	0.0138	0.0896
Sequential	0.00420	0.119	0.0332	0.115
[path summary, 6_finish.rpt]
path	startpoint	end	depth (start not counted)
setup / recovery	predicted_addr[3]$_SDFFE_PP0P_	predicted_addr[3]	1
hold / removal	predicted_addr[1]$_SDFFE_PP0P_	predicted_addr[1]$_SDFFE_PP0P_	2
setup reg to reg	predicted_addr[3]$_SDFFE_PP0P_	predicted_addr[3]$_SDFFE_PP0P_	2
hold reg to reg	predicted_addr[1]$_SDFFE_PP0P_	predicted_addr[1]$_SDFFE_PP0P_	2
[cell type report]
| type | instances | area [µm²] | share of cell area |
|---|---|---|---|
| Multi-Input combinational cell | 13 | 91.3 | 0.260 |
| Sequential cell | 4 | 80.1 | 0.228 |
| Clock buffer | 3 | 22.5 | 0.0641 |
| Timing Repair Buffer | 10 | 100 | 0.285 |
| Tap cell | 46 | 57.6 | 0.164 |
Power figures rest on the tool's default switching activity, not on a simulated workload.
